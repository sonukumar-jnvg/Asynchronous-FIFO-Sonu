===== /design/flow/design.v =====
module asyn_fifo (wr_clk,rd_clk,rst,wr,rd,wdata, rdata,full,empty,valid,overflow,underflow);
    parameter data_width = 8;      
    parameter fifo_depth = 8;      
    parameter address_size = 4;    
    input wire wr_clk;        
    input wire rd_clk;        
    input wire rst;           
    input wire wr;            
    input wire rd;           
    output wire full;         
    output wire empty;        
    output wire valid;        
    output reg overflow;      
    output reg underflow;
  input wire [data_width-1:0] wdata;  
  output reg [data_width-1:0] rdata;
    reg [address_size-1:0] wr_pointer;
    reg [address_size-1:0] rd_pointer;
    reg [address_size-1:0] wr_pointer_sync1, wr_pointer_sync2;
    reg [address_size-1:0] rd_pointer_sync1, rd_pointer_sync2;
    reg [data_width-1:0] fifo_mem [fifo_depth-1:0];  
    always @(posedge wr_clk or posedge rst) begin
        if (rst) begin
            wr_pointer <= 0;
            overflow <= 0;
        end else begin
            if (wr && !full) begin
                fifo_mem[wr_pointer] <= wdata;
                wr_pointer <= wr_pointer + 1;
            end
            if (wr && full) begin
                overflow <= 1;
            end else begin
                overflow <= 0;
            end
        end
    end
    always @(posedge rd_clk or posedge rst) begin
        if (rst) begin
            rd_pointer <= 0;
            underflow <= 0;
            rdata <= 0;
        end else begin
            if (rd && !empty) begin
                rdata <= fifo_mem[rd_pointer];
                rd_pointer <= rd_pointer + 1;
            end
            if (rd && empty) begin
                underflow <= 1;
            end else begin
                underflow <= 0;
            end
        end
    end
    always @(posedge rd_clk or posedge rst) begin
        if (rst) begin
            wr_pointer_sync1 <= 0;
            wr_pointer_sync2 <= 0;
        end else begin
            wr_pointer_sync1 <= wr_pointer;
            wr_pointer_sync2 <= wr_pointer_sync1;
        end
    end
    always @(posedge wr_clk or posedge rst) begin
        if (rst) begin
            rd_pointer_sync1 <= 0;
            rd_pointer_sync2 <= 0;
        end else begin
            rd_pointer_sync1 <= rd_pointer;
            rd_pointer_sync2 <= rd_pointer_sync1;
        end
    end
    assign empty = (rd_pointer_sync2 == wr_pointer_sync2);
    assign full = (wr_pointer_sync2[address_size-1] != rd_pointer_sync2[address_size-1])
                && (wr_pointer_sync2[address_size-2] != rd_pointer_sync2[address_size-2])
                && (wr_pointer_sync2[address_size-3] != rd_pointer_sync2[address_size-3]);
    assign valid = !empty && rd;
endmodule

===== /design/flow/run.sh =====
#!/bin/bash
# OpenROAD 26Q1-2900-gdf79404cd8, Yosys 0.63+post, stock flow scripts
make -C /OpenROAD-flow-scripts/flow DESIGN_CONFIG=/design/flow/config.mk WORK_HOME=/design/flow/orfs finish

===== /design/flow/config.mk =====
export PLATFORM = sky130hd
export DESIGN_NAME = asyn_fifo
export DESIGN_NICKNAME = asyn_fifo
export VERILOG_FILES = /design/flow/design.v
export SDC_FILE = /design/flow/constraint.sdc
export NUM_CORES = 4
export LEC_CHECK = 1
export CORE_UTILIZATION = 30

===== /design/flow/constraint.sdc =====
current_design asyn_fifo

set clk_period 4.0
set clk_io_pct 0.2

create_clock -name clk0 -period $clk_period [get_ports {rd_clk}]
create_clock -name clk1 -period $clk_period [get_ports {wr_clk}]

set non_clock_inputs [all_inputs -no_clocks]
set_input_delay [expr $clk_period * $clk_io_pct] -clock clk0 $non_clock_inputs
set_output_delay [expr $clk_period * $clk_io_pct] -clock clk0 [all_outputs]

==> impl_metrics.json <==
{
  "grt_pass1_vias": 2038,
  "cts.repair.resized": 0,
  "pre_cts_ws_ns": 1.05,
  "num_rows": 40,
  "crit_chain": "clkdlybuf4s50_1, o41ai_4, buf_4, inv_1, clkdlybuf4s50_1",
  "ios": 26,
  "ys_async_sr_fraction": 0.347,
  "place_hpwl_microns": 4380,
  "hold_path_class": "reg2reg",
  "hold_violations": 0,
  "dr.pass1.iters": 4,
  "route.detailed.drc": 0,
  "synth.cell_area_sq_um": 3770,
  "edf_count": 64,
  "tns_ns": 0,
  "vias": 1991,
  "hold_buffers": 0,
  "ys_seq_frac": 0.735,
  "maxSlewHeadroom": 0.505,
  "slew_violations": 0,
  "status": "completed",
  "rsz0062_at_grt": "false",
  "skew_ns": 0.00466,
  "cts_sinks": 98,
  "cts_tree": "yes",
  "die_area_sq_um": 13000,
  "setup.worst_path.start_class": "input port",
  "path_clk_slew_ns": 0.06,
  "n_fill_cell": 1107,
  "postRouteAntennaNets": 0,
  "antenna_found_initial": 0,
  "power.density_nw_per_um2": 744,
  "die-height_microns": 114,
  "critPathRequiredTime_ns": 3.20,
  "synth_flop_count": 98,
  "port_buffers": 24,
  "hold_path_depth": 0,
  "drive_above_1_share": 0.108,
  "leakagePower_uw": 0.00166,
  "postLayoutCellArea_sq_um": 4540,
  "worst-setup-path-type": "in2out",
  "initCoreUtil": 0.312,
  "ys_cells": 233,
  "area_growth_pct": 20.4,
  "crit_top_cell": "clkdlybuf4s50_1",
  "gp_congestion": 0.777,
  "grt_max_degree": 35,
  "peakVddDrop_v": 0.000268,
  "netlist_instances": 233,
  "max-cap-violations": 0,
  "core_area_sq_um": 12100,
  "drt_iter0_drc": 129,
  "max_stage_delay_ns": 0.51,
  "viasPerCell": 4.56,
  "ff_type": "edfxtp_1",
  "cp_max_fo": 22,
  "synth_cell_types": 34,
  "syn_avg_cell_area_sq_um": 16.2,
  "finalWirelength_microns": 6520,
  "track_usage": 0.112,
  "finalPower_uw": 3380,
  "cts_setup_buffers": 0,
  "grt_pass1_wl_microns": 10700,
  "yosysChipArea_sq_um": 3770,
  "crit_arrival_ns": 2.13,
  "overflow": 0,
  "setup_viol": 0,
  "placed_area_sq_um": 4180,
  "cp-end-kind": "output port",
  "worst_pin_slew_ns": 0.742,
  "cp_slowest_cell": "clkdlybuf4s50_1",
  "die_w_microns": 114,
  "ff2ff_path_depth": 6,
  "wl_per_cell_microns": 14.9,
  "n_antenna_cell": 0,
  "layout_setup_ws_ns": 1.07,
  "tool_warnings": 34,
  "yosysWarnings": 2
}
-- cells in the mapped netlist (all sizes together), types with 5 or more instances --
master | instances | share of area
a21oi | 8 | 0.011
a221o | 7 | 0.019
a221oi | 6 | 0.014
a22oi | 7 | 0.014
a311oi | 5 | 0.012
and2 | 7 | 0.012
buf | 8 | 0.015
dfrtp | 34 | 0.23
edfxtp | 64 | 0.51
ha | 12 | 0.040
inv | 9 | 0.0090
nand2 | 10 | 0.0099
nor2 | 7 | 0.0070
o31ai | 7 | 0.018
xnor2 | 5 | 0.012
xor2 | 6 | 0.014
-- registers in the layout, summed over array words and instances, names as in the netlist, 4 cells and up --
| signal | count |
|---|---|
| fifo_mem | 64 |
| rdata | 8 |
| rd_pointer | 4 |
| rd_pointer_sync1 | 4 |
| rd_pointer_sync2 | 4 |
| wr_pointer | 4 |
| wr_pointer_sync1 | 4 |
| wr_pointer_sync2 | 4 |
-- layout make-up --
| class | count | area (sq um) | share of cell area |
|---|---|---|---|
| Timing Repair Buffer | 27 | 263 | 0.0579 |
| Sequential cell | 98 | 2770 | 0.610 |
| Clock buffer | 12 | 300 | 0.0661 |
| Multi-Input combinational cell | 115 | 900 | 0.198 |
| Tap cell | 168 | 210 | 0.0463 |
| Clock inverter | 8 | 62.6 | 0.0138 |
| Inverter | 9 | 33.8 | 0.00744 |
-- path summary, 6_finish.rpt --
check                      slack, ns           startpoint                  end
min in group asynchronous       0.95                  rst        wr_pointer[1]
setup / recovery                1.07                   rd                valid
max in group asynchronous       2.67                  rst             rdata[1]
max in group clk1               1.82                   wr       fifo_mem[6][2]
setup reg to reg                1.71        rd_pointer[1]             rdata[2]
hold / removal                  0.31        rd_pointer[3]  rd_pointer_sync1[3]
hold reg to reg                 0.31        rd_pointer[3]  rd_pointer_sync1[3]
min in group clk0               0.35  wr_pointer_sync1[0]  wr_pointer_sync2[0]
-- stage by stage --
step | hold slack, ns | cells | utilization
finish | 0.310 | 437 | 0.375
global route | 0.338 | 437 | 0.375
CTS | 0.308 | 437 | 0.375
detailed placement | 0.335 | 417 | 0.345
global placement | 0.332 | 417 | 0.345
floorplan | 0.331 | 233 | -
-- cells in the final DEF (no fill, tap or decap) --
cell | netlist | routed
a221oi_1 | 6 | 6
nor3_4 | 1 | 1
buf_4 | 2 | 3
clkdlybuf4s50_1 | 0 | 24
ha_1 | 12 | 12
inv_1 | 9 | 9
a311oi_1 | 5 | 5
inv_8 | 0 | 1
o22ai_1 | 3 | 3
a2bb2oi_1 | 1 | 1
a211oi_1 | 1 | 1
nand2_1 | 10 | 10
a222oi_1 | 1 | 1
clkinv_4 | 0 | 1
mux2i_1 | 1 | 1
mux2_2 | 3 | 3
a221o_1 | 7 | 7
nand3_1 | 4 | 4
o31ai_4 | 1 | 1
a22oi_1 | 7 | 7
and3_1 | 3 | 3
o21ai_0 | 4 | 4
xnor2_1 | 5 | 5
a21oi_1 | 8 | 8
inv_6 | 0 | 2
nor2_1 | 7 | 7
and2_1 | 7 | 7
edfxtp_1 | 64 | 64
xor2_1 | 6 | 6
dfrtp_1 | 34 | 34
nor4_1 | 3 | 3
nor3_1 | 2 | 2
o31ai_1 | 6 | 6
clkinv_2 | 0 | 2
clkinvlp_4 | 0 | 2
clkbuf_16 | 0 | 12
o41ai_4 | 1 | 1
-- kinds of logic (layout without fill, tap and decap cells) --
kind of cell             count (synthesis)  count (layout)  share of synthesized area
AND/OR/NAND/NOR                         37              37                     0.0507
XOR/XNOR                                11              11                     0.0255
adder cells (fa/ha/maj)                 12              12                     0.0398
buffers and inverters                   20              56                     0.0269
AND-OR/OR-AND                           51              51                      0.111
multiplexers                             4               4                     0.0116
flip-flops                              98              98                      0.735
-- power by group --
| group | switching (uW) | internal, uW |
|---|---|---|
| Combinational | 547 | 443 |
| Sequential | 126 | 1310 |
| Clock | 396 | 562 |
-- routing by layer --
layer	track usage	part of all wire	vias up
met5	0	0	-
met4	0.0251	0.022	0
met3	0.0529	0.083	10
met2	0.154	0.43	74
met1	0.169	0.46	949
li1	-	-	958
-- worst max-delay path, delay by kind of cell --
family | cells | cell delay [ns]
compound gates | 1 | 0.09
buf+inv | 4 | 1.24
No activity file was given, so power comes from the tool's default toggle rates.
